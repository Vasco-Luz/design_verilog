$ cat flow/config.mk
export PLATFORM = sky130hd
export DESIGN_NAME = state_machine_2
export DESIGN_NICKNAME = state_machine_2
export VERILOG_FILES = /design/flow/design.v
export SDC_FILE = /design/flow/constraint.sdc
export NUM_CORES = 4
export LEC_CHECK = 1
export CORE_AREA = 10 10 70 70
export DIE_AREA = 0 0 80 80
$ cat flow/constraint.sdc
current_design state_machine_2

set clk_period 1.8
set clk_io_pct 0.2

create_clock -name clk0 -period $clk_period [get_ports {clk}]

set non_clock_inputs [all_inputs -no_clocks]
set_input_delay [expr $clk_period * $clk_io_pct] -clock clk0 $non_clock_inputs
set_output_delay [expr $clk_period * $clk_io_pct] -clock clk0 [all_outputs]
$ cat flow/design.v
module state_machine_2(  
    input clk,  
    input start,  
    input reset,  
    input wire [1:0] start_val,  
    input wire carry_out_N,  
    input wire carry_out_M,  
    input wire [3:0] count_M,  
    output reg OUT,  
    output reg BIST_END,  
    output reg Running, 
    output reg [1:0] state,  
    output reg [1:0] next_state, 
    output reg enable_count_N,  
    output reg enable_count_M  
);
localparam [1:0] IDLE=0, counting_N=1, counting_M=2, finish=3;  
always @(posedge clk or posedge reset) begin
    if((reset == 1'b1))begin  
        state <= IDLE;
        Running = 0;
        OUT = 0;
        BIST_END = 0;
    end
    else begin
        state <= next_state;  
    end
end
always @(*) begin
    case (state)
        IDLE: begin
            if((start_val[1:0] == 2'b01) && (Running == 1'b0))begin  
                next_state = counting_N;
                enable_count_N = 1;
                enable_count_M = 0;
                end
            else begin
                next_state = IDLE;
                enable_count_N = 0;
                enable_count_M = 0;
                Running = 0;
                OUT = 0;
                BIST_END = 0;
            end
        end
        counting_N: begin
            enable_count_N = 1;
            Running = 1;
            OUT = 1;
            BIST_END = 0;
            if (carry_out_N == 1'b1) begin
                if(count_M == 4'd12)begin
                    next_state = finish;
                    Running = 0;
                    OUT = 0;
                    BIST_END = 1;
                    enable_count_N = 0;
                    enable_count_M = 1;
                end
                else begin
                    enable_count_M = 1;
                    Running = 1;
                    OUT = 0;
                    BIST_END = 0;
                    next_state = counting_M;
                end
            end
            else begin
                next_state = counting_N;
                enable_count_M = 0;
            end
        end
        counting_M: begin
            next_state = counting_N;
            enable_count_M = 0;
            if ((carry_out_N == 1'b1) &&(count_M == 4'd12)) begin
                next_state = finish;
                enable_count_N = 0;
                enable_count_M = 0;
                Running = 0;
                OUT = 0;
                BIST_END = 1;
            end
            else begin
                next_state = counting_N;
                enable_count_N = 1;
                Running = 1;
                OUT = 1;
                BIST_END = 0;
            end
        end
        finish: begin
            if(start_val[1:0] == 2'b01)begin
                next_state = counting_N;
                enable_count_N = 1;
                enable_count_M = 0;
            end
            else begin 
                next_state = finish;
                enable_count_N = 0;
                enable_count_M = 0;
                Running = 0;
                OUT = 0;
                BIST_END = 1;
            end
        end
        default: next_state = IDLE;
    endcase
end
endmodule
$ cat flow/run.sh
#!/bin/bash
# OpenROAD 26Q1-2900-gdf79404cd8, Yosys 0.63+post, stock flow scripts
make -C /OpenROAD-flow-scripts/flow DESIGN_CONFIG=/design/flow/config.mk WORK_HOME=/design/flow/orfs finish
==> CHANGELOG.md <==
## Flow update

* Final instance area at 509 um^2
* Reg-to-reg setup timing slack at 640 ps
* Largest net degree at the start of global routing at 6
* Number of cell rows at 21
* Number of buffers inserted for hold repair after clock tree synthesis at 0
* Crit Reg-Reg Startpoint: state[1]
* Worst path slowest cell: clkdlybuf4s50_1
* Most flops, register: state
* Worst-path clk slew at 30 ps
* Worst hold slack at 292 ps
* Slowest stage delay, CP at 390 ps
* Post-layout period usage of the worst path at 0.979
* Synthesis area per yosys at 233 um^2
* Global-route wire length before repair at 1260 um
* Cell area after placement at 438 um^2
* Worst IR Drop VDD at 0.000349 V
* Mux cell area share after synthesis at 0
* R2r endpoint: state[0]
* Number of ports placed on the die boundary at 20
* Highest signal layer in the routed design: met4
* Final routed wire length divided by cell count at 8.34 um
* Initial Util at 0.0681
* Synth Instances at 27
* Overflow left after global routing at 0
* Unrepaired setup endpoints after global routing: true
* Largest registers: state x2
* # Cells Yosys at 27
* Maximum clock frequency at 0.567 GHz
* Worst-path fanout max at 3
* Adder-cell share of the synthesized area at 0.269
* Number of standard cells in the layout, taps in and fillers out at 94
* Critical Path End Type: primary output
* Register share after synthesis at 0.215
* Crit path DRT at 1440 ps
* First-pass DRT Iterations at 2
* Skew-Pair Late Insertion Delay at 220 ps
* Count of antenna-violating nets left after detailed routing at 0
* Met2 wire length at 290 um
* Placed Cells incl. Taps at 89
* Logic family by area: adder cells
* Startpoint types: input pin
* TritonCTS clock tree: done
* Outcome: finished, final reports clean
* Floorplan die width at 80 um
* Total power after layout at 0.000559 W
* Fin. Hold Viols at 0
* Y dimension of the die at 80 um
* Std-Cell Core Area at 3420 um^2
* CTS H-Tree Depth at 1
* Synthesized cell area at 233 um^2
* Count of unresolved DRC violations after routing at 0
* Final GP Congestion at 0.697
* Cell Chain, Critical Path: clkdlybuf4s50_1 > nand2b_4 > a22oi_2 > a21oi_2 > dlygate4sd2_1
* Via count at 257
* Longest Clk Path Bufs at 2
* Area fraction in and, or, nand and nor cells at 0.194
* Xor+xnor area frac at 0
* Warning total across the stage logs at 32
* AO/OA Area Share at 0.145
* Number of endpoints failing setup at the final stage at 0
* Number of flip-flops in the largest register at 2
* Number of DRC violations after detailed-routing iteration 0 at 9
* Mean Syn Cell Area at 8.62 um^2
* Met3 Wirelength at 72 um
* Number of diodes added for antenna fixing at 0
* Drt via density at 2.73
* Distinct cell type count after synthesis at 15
* Area growth from synthesis to final layout at 119%
* Final setup skew at 1.62 ps
* Leakage at 0.236 nW
* Final period demand of the worst path at 1760 ps
* Length in cells of the worst reg-to-reg path at 4
* Number of sinks on the clock net at 2
* Number of warnings printed during yosys synthesis at 8
* Area of the chip at 6400 um^2
* Total of buffers placed on input and output ports at 14
* DRT met1 WL at 397 um
* Buffer type at the clock tree root: clkbuf_4
* Buffering stage count on the worst path with inverters included at 2
* Critical path class: input pin to primary output
* Fraction of layout instances using a drive strength above 1 at 0.417
* Data arrival time of the worst path at 1400 ps
* Max Cap Viol at 0
* CP top delay family: buffers and inverters
* Vias in the first global route at 294
* TritonCTS Buffers at 3
* Antenna violations before repair at 0
* Gr usage total at 0.0238
* Max Transition Viols Final at 0
* Class of the most critical hold timing path: input pin to async pin
* Final routed wirelength across all metal layers at 784 um
* Core Util, Final at 0.149
* Registers, synthesis at 2
* Power Density at 1100 nW/um^2
[cell usage after synthesis, drive strengths merged]
cell,count,area (um^2)
and2,2,12.5
nand2b,1,6.26
nor3,1,5.00
conb,1,3.75
buf,3,22.5
nor2,1,3.75
o32ai,1,8.76
a22oi,2,15.0
nand3,1,5.00
inv,4,15.0
ha,5,62.6
and4bb,1,12.5
o21ai,1,5.00
a21oi,1,5.00
dfrtp,2,50.1
[worst max path at each step]
stage	startpoint	end	slack, ps	depth (start not counted)
4_1_cts	start_val[1]	next_state[1]	10	5
6_report	start_val[1]	next_state[1]	40	5
5_1_grt	state[0]	next_state[1]	-30	5
[through the flow]
| step | TNS (ps) | setup slack [ps] |
|---|---|---|
| 6_report | 0 | 37.3 |
| 5_1_grt | -67.2 | -33.5 |
| 4_1_cts | 0 | 12.9 |
| 3_5_place_dp | -1290 | -408 |
| 3_3_place_gp | -1270 | -400 |
| 2_1_floorplan | 0 | 548 |
[cell usage in the layout (no fill, tap or decap)]
cell             n
o32ai_2          1
buf_2            2
a22oi_2          2
dlymetal6s2s_1   1
nor3_1           1
inv_2            2
clkdlybuf4s50_1  4
dfrtp_1          2
ha_2             2
ha_1             2
and4bb_1         1
ha_4             1
nor2_1           1
and2_1           2
a21oi_2          1
inv_1            2
nand2b_4         1
o21ai_1          1
nand3_1          1
buf_4            4
clkbuf_4         3
dlygate4sd2_1    7
conb_1           3
buf_6            1
[kinds of logic (layout without fill, tap and decap cells)]
kind of cell,after synthesis,in the layout
AND/OR/NAND/NOR,7,7
buffers and inverters,7,26
adder cells (fa/ha/maj),5,5
AND-OR/OR-AND,5,5
flip-flops,2,2
other,1,3
[worst reg2reg max path, cell delays in order, from the launching register on]
cell	delay, ps
dfrtp_1	370
buf_4	160
ha_2	180
nor3_1	230
a22oi_2	90
[cell type report]
class | count | area (um^2)
Sequential cell | 2 | 50.0
Clock buffer | 3 | 22.5
Inverter | 4 | 15.0
Multi-Input combinational cell | 20 | 199
Timing Repair Buffer | 19 | 165
Tap cell | 46 | 57.6
Fill cell | 402 | 2910
[metal layers]
| layer | up-vias | track usage |
|---|---|---|
| met5 | - | 0 |
| met4 | 0 | 0.0106 |
| met3 | 2 | 0.0136 |
| met2 | 14 | 0.0321 |
| met1 | 115 | 0.0299 |
| li1 | 126 | - |
[what timing repair did]
action                     CTS  global route
setup buffers                2             0
gates cloned                 0             0
pin swaps                    5             2
hold endpoints to repair     0             0
setup endpoints to repair    4             3
gates resized               20             6
[power breakdown]
group	switching, W	internal (W)
clock network	0.0000253	0.0000735
registers	0.0000174	0.0000641
logic	0.000156	0.000222
Power figures rest on the tool's default switching activity, not on a simulated workload.
